--- design/flow/design.v ---
`timescale 1ns / 1ps
module bin2dec (
    input clk,
    input start,
    input [15:0] din,
    output done,
    output reg [15:0] dout
);
    localparam  S_IDLE=0,
                S_DONE=1,
                S_DIVIDE=2,
                S_NEXT_DIGIT=3,
                S_CONVERT=4;
    reg [2:0] state=S_IDLE;
    reg [31:0] data;
    reg [31:0] div;
    reg [3:0] mod;
    reg [1:0] byte_count;
    assign done = (state == S_IDLE || state == S_DONE) ? 1 : 0;
    always@(posedge clk)
        case (state)
        S_IDLE: begin
            if (start == 1) begin
                state <= S_DIVIDE;
                data <= ({16'b0, din} * 1000) >> 16;
                byte_count <= 0;
            end
        end
        S_DONE: begin
            if (start == 0)
                state <= S_IDLE;
        end
        S_DIVIDE: begin
            div <= data / 10;
            mod <= data % 10;
            state <= S_CONVERT;
        end
        S_NEXT_DIGIT: begin
            if (byte_count == 3)
                state <= S_DONE;
            else
                state <= S_DIVIDE;
            data <= div;
            byte_count <= byte_count + 1;
        end
        S_CONVERT: begin
            dout[11:0] <= dout[15:4];
            dout[15:12] <= mod[3:0];
            state <= S_NEXT_DIGIT;
        end
        default: begin
            state <= S_IDLE;
        end
        endcase
endmodule
--- design/flow/run.sh ---
#!/bin/bash
# OpenROAD 26Q1-2900-gdf79404cd8, Yosys 0.63+post, stock flow scripts
make -C /OpenROAD-flow-scripts/flow DESIGN_CONFIG=/design/flow/config.mk WORK_HOME=/design/flow/orfs finish
--- design/flow/config.mk ---
export PLATFORM = sky130hd
export DESIGN_NAME = bin2dec
export DESIGN_NICKNAME = bin2dec
export VERILOG_FILES = /design/flow/design.v
export SDC_FILE = /design/flow/constraint.sdc
export NUM_CORES = 4
export LEC_CHECK = 1
export CORE_UTILIZATION = 30
--- design/flow/constraint.sdc ---
current_design bin2dec

set clk_period 5.7
set clk_io_pct 0.2

create_clock -name clk0 -period $clk_period [get_ports {clk}]

set non_clock_inputs [all_inputs -no_clocks]
set_input_delay [expr $clk_period * $clk_io_pct] -clock clk0 $non_clock_inputs
set_output_delay [expr $clk_period * $clk_io_pct] -clock clk0 [all_outputs]
==> summary.json <==
{
  "route": {
    "routed_via_density": 4.874,
    "drtIter0Drc": 204,
    "firstDrtPassIters": 4,
    "wl_mm": 8.110,
    "antenna-diode-count": 0,
    "detailroute.via_count": 3363,
    "routedWlPerCell_um": 11.75,
    "route.detailed.drc": 0,
    "antenna_left": 0
  },
  "worst_setup_path": {
    "cp_common_cell": "fa_1",
    "wp_data_required_ps": 5720,
    "critPathKind": "primary input to flop",
    "crit_path_end_kind": "flop",
    "reg2reg_depth": 16,
    "worst_r2r_startpoint": "data[8]",
    "r2r_setup_slack_ps": 810,
    "critical_path.max_stage_delay_ps": 570,
    "worst_setup_path_startpoint": "din[0]",
    "path_cells": "dlygate4sd2_1 > fa_1 > inv_2 > fa_1 > inv_2 > fa_1 > fa_2 > ha_2 > a21o_1 > a2111oi_4 > o21ai_1 > a31oi_1 > o21bai_1 > a21oi_2 > o21ai_2 > o41a_1 > a31oi_2 > xnor2_1 > nor2_1",
    "cp.arrival_ps": 5530,
    "crit_path_top_delay_cell": "fa_1",
    "timing.critical_path.from_type": "primary input",
    "r2r-end": "div[0]",
    "worstPathMaxFanout": 3
  },
  "global_routing": {
    "grt_pass1_vias": 3249,
    "first_pass_grt_wire_length_mm": 14.34,
    "grt_max_degree": 19,
    "aggregate_global_routing_overflow": 0,
    "gr_usage_total_pct": 10.83,
    "grt_antenna_before_repair": 0
  },
  "clock_network": {
    "tritoncts.num_buffers": 5,
    "cts.htree.levels": 2,
    "cts_num_sinks": 42,
    "ctsLongestPathBuffers": 2,
    "clk_latency_late_pin_ps": 280,
    "clk_transition_reported_paths_ps": 60,
    "cts_tree": "built",
    "ctsRootBufferMaster": "clkbuf_16",
    "ctsHoldBuffers": 0
  },
  "sta": {
    "max_freq_mhz": 181.4,
    "slew_viol_final": 0,
    "rsz0062_at_grt": "yes",
    "final.setup_skew_ps": 5.005,
    "final-hold-violation-count": 0,
    "layout_worst_path_cycle_share_pct": 96.69,
    "slew_headroom_pct": 51.62,
    "period_needed_ps": 5511,
    "final_setup_violating_endpoints": 0,
    "worst_pin_slew_ps": 725.7
  },
  "logic_synthesis": {
    "yosysUniqueCellTypes": 76,
    "mappedNetlistArea_um2": 4718,
    "synth-xor-area-share_pct": 2.970,
    "synthFlopType": "edfxtp_1",
    "synth_sequential_area_ratio_pct": 26.73,
    "muxShareOfSynthArea_pct": 0.4508,
    "synth_area_per_cell_um2": 11.23,
    "logic_family": "adder cells",
    "edf_count": 42,
    "synth.yosys.warnings": 1,
    "syn-instance-count": 420,
    "post_synth_ao_oa_area_fraction_pct": 16.97,
    "ys_top_cells_by_area": "edfxtp_1 (27%), fa_1 (22%), ha_1 (14%)",
    "top_area_cell_type_share_of_the_netlist_area_pct": 26.73,
    "post_synth_fa_ha_maj_area_fraction_pct": 36.54,
    "ys_async_sr_fraction_pct": 0,
    "ys_area_um2": 4718,
    "synth-simple-area-share_pct": 11.72,
    "yosys_cells": 420,
    "library_cell_with_the_largest_summed_area_after_synthesis": "edfxtp_1",
    "ys_seq_elements": 42
  },
  "placement": {
    "gpl.final_weighted_congestion": 0.8391,
    "placed_area_um2": 5456,
    "port-buffer-count": 34,
    "half_perimeter_wire_length_after_detailed_placement_mm": 6.634,
    "place.detailed.instances": 678
  },
  "min_path": {
    "min_to": "dout[14]",
    "hp-class": "flop to flop",
    "hp-start": "mod[2]",
    "hold-path-cell-count": 0
  },
  "cells_and_area": {
    "lay_top_count": "fa_1",
    "layout.cell_area.non_filler_um2": 5717,
    "finish.cell_count_without_fillers": 690,
    "post_route_cells_drive_above_1_share_pct": 17.54,
    "top_logic_cells_by_instance_count_in_the_layout": "fa_1 (49), ha_1 (47), edfxtp_1 (42), buf_4 (33), inv_1 (28)",
    "synth_to_final_area_change_pct": 21.16
  },
  "floorplan": {
    "design.die.area_um2": 16230,
    "chipWidth_um": 127.4,
    "pin_count": 35,
    "die_height_um": 127.4,
    "core_area_um2": 15260,
    "num_rows": 45,
    "floorplan.initialDensity_pct": 30.92
  },
  "run": {
    "cap_violations": 0,
    "warnings": 31
  },
  "status": {
    "status": "finished, final reports clean"
  }
}
flip-flops by register name, indices dropped and copies added, names as in the netlist:
register,cells
byte_count,2
data,10
div,7
dout,16
mod,4
state,3
kinds of logic (layout without fill, tap and decap cells):
| family | Yosys count | count (layout) |
|---|---|---|
| simple gates | 100 | 100 |
| xor+xnor | 16 | 16 |
| compound gates | 105 | 105 |
| flops | 42 | 42 |
| buf+inv | 49 | 108 |
| mux | 2 | 2 |
| fa+ha+maj | 106 | 106 |
cell type report:
class,instances,area (um2)
clock inverter,3,16.27
multi-input combinational,329,3338
tap,211,264.0
inverter,32,122.6
sequential,42,1261
clock buffer,5,125.1
timing repair buffer,68,589.3
fill,1444,9542
critical path: cells and delay by family:
kind	cells	cell delay [ps]
AND-OR/OR-AND	9	1740
XOR/XNOR	1	150
adder cells (fa/ha/maj)	5	2040
buffers and inverters	3	370
AND/OR/NAND/NOR	1	70
through the flow:
step | setup slack (ps) | setup TNS (ps) | hold slack (ps) | utilization (%)
floorplan | 11.86 | 0 | 400.3 | -
global placement | -663.5 | -3735 | 403.6 | 35.76
CTS | 1.256 | 0 | 418.6 | 36.82
global route | -81.55 | -92.60 | 422.3 | 37.47
finish | 188.6 | 0 | 417.7 | 37.47
detailed placement | -734.4 | -4258 | 404.5 | 35.76
layer usage:
layer	global-route usage (%)	routed length, um
met1	17.42	4057
met2	16.36	3677
met3	2.090	340
met4	0.7703	35
met5	0	0
cell usage after synthesis (3+ instances only):
cell type  number
nand2_1        16
and2_1          6
fa_1           53
buf_4           3
buf_2           4
edfxtp_1       42
nand3_1        10
ha_1           53
o311a_1         3
o211a_1         4
o211ai_1        4
nor3b_1         3
o22ai_1         3
or3_1           4
a21o_1          7
o21ai_0        17
nand2b_1        4
nor3_1          7
nor2_1         22
a31oi_1         3
and3b_1         3
o31ai_1         6
a21oi_1        22
and3_1          4
nand3b_1        3
clkbuf_1        8
xnor2_1        11
o21bai_1        4
xor2_1          5
inv_1          30
worst max path at each step:
| stage | depth (start not counted) | to |
|---|---|---|
| 6_report | 19 | data[9] |
| 5_1_grt | 17 | data[9] |
| 4_1_cts | 17 | data[9] |
timing repair:
item	in CTS	in global routing
endpoints found under the setup margin	7	6
resized	22	28
pin swaps	18	28
setup buffers	2	2
endpoints found under the hold margin	0	0
